$ cat config.mk
export PLATFORM = sky130hd
export DESIGN_NAME = register_file
export DESIGN_NICKNAME = register_file
export VERILOG_FILES = /design/flow/design.v
export SDC_FILE = /design/flow/constraint.sdc
export NUM_CORES = 4
export LEC_CHECK = 1
export CORE_UTILIZATION = 40
$ cat constraint.sdc
current_design register_file

set clk_period 12.8
set clk_io_pct 0.2

create_clock -name clk0 -period $clk_period [get_ports {clk}]

set non_clock_inputs [all_inputs -no_clocks]
set_input_delay [expr $clk_period * $clk_io_pct] -clock clk0 $non_clock_inputs
set_output_delay [expr $clk_period * $clk_io_pct] -clock clk0 [all_outputs]
$ cat design.v
module register_file (clk, rst, Rs, Rt, Rd, writeData, regWrite, reg1, reg2);
  input clk, rst, regWrite;
  input [5-1:0] Rs, Rt, Rd;
  input [32-1:0] writeData;
  output [32-1:0] reg1, reg2;
  reg [32-1:0] regMem [0:32-1];
  integer i;
  always @ (negedge clk) begin
    if (rst) begin
      for (i = 0; i < 32; i = i + 1)
        regMem[i] <= 0;
	    end
    else if (regWrite) regMem[Rd] <= writeData;
    regMem[0] <= 0;
  end
  assign reg1 = (regMem[Rs]);
  assign reg2 = (regMem[Rt]);
endmodule  
$ cat run.sh
#!/bin/bash
# OpenROAD 26Q1-2900-gdf79404cd8, Yosys 0.63+post, stock flow scripts
make -C /OpenROAD-flow-scripts/flow DESIGN_CONFIG=/design/flow/config.mk WORK_HOME=/design/flow/orfs finish
==> results.rst <==
Physical design figures
=======================

.. list-table::
   :header-rows: 1

   * - Metric
     - Value
   * - Tightest Pin Transition
     - 977 ps
   * - Die ar.
     - 141000 µm²
   * - Routed Antenna Nets
     - 0
   * - Count of instances resized after the clock tree is built
     - 0
   * - Post-CTS clock slew at the launch and capture registers of the worst setup and hold paths
     - 30 ps
   * - Worst endpoint required time
     - 10240 ps
   * - Horizontal die dimension
     - 376 µm
   * - Chip Area, Yosys
     - 55800 µm²
   * - Routed wire length on met3
     - 25.8 mm
   * - Top Layer Used
     - met5
   * - Drc violations
     - 0
   * - Library cell with the highest instance count after synthesis
     - sky130_fd_sc_hd__mux2i_1
   * - Data arrival time of the critical path
     - 9270 ps
   * - TritonCTS clock tree
     - yes
   * - Vias in the first global route
     - 43714
   * - Routed WL per cell
     - 25.2 µm
   * - Cts hold-fix bufs
     - 0
   * - Area taken by flip-flops and latches
     - 30400 µm²
   * - Via total after detailed routing
     - 41270
   * - I/O pin total
     - 114
   * - Pin count of the biggest net entering global routing
     - 91
   * - Half-perimeter wire length of the detailed placement result
     - 109 mm
   * - Status
     - finished, final reports clean
   * - Largest type area fraction
     - 0.534
   * - Count of warning messages emitted by the tools
     - 1027
   * - Multi-input gate area
     - 23300 µm²
   * - Number of antenna violations at the first check in global routing
     - 18
   * - Final cell area excluding filler cells
     - 66600 µm²
   * - Deepest level of the CTS H-tree
     - 3
   * - Met2 wirelength from detailed routing
     - 86.2 mm
   * - Setup violators final
     - 0
   * - Peak supply drop
     - 117 µV
   * - Total wire length
     - 191 mm
   * - Unrepaired setup endpoints after global routing
     - false
   * - Post-layout utilization of the core
     - 0.483
   * - Yosys stat cell total
     - 4605
   * - PD cells
     - 146 nW/µm²
   * - Post-CTS setup buffer count
     - 0
   * - DR iter-0 viols
     - 2384
   * - Worst setup path class
     - register to primary output
   * - Largest fanout on the critical path
     - 2
   * - Max-slew headroom at the worst pin
     - 0.349
   * - Top area cell types
     - sky130_fd_sc_hd__edfxtp_1 53%, sky130_fd_sc_hd__mux2i_1 18%, sky130_fd_sc_hd__and2_1 11%
   * - Max Buffers Root-to-Sink
     - 3
   * - Dominant synthesized flop cell
     - sky130_fd_sc_hd__edfxtp_1
   * - Fraction of the core area occupied by cells at floorplan
     - 0.405
   * - Flop and latch count out of synthesis
     - 1024
   * - Sequential-to-total area share from yosys stat
     - 0.545
   * - Post-synth tally of flip-flops with integrated enable
     - 992
   * - Max-slew violation total from the final report
     - 0
   * - Placed instance area
     - 58800 µm²
   * - Total CTS buffers
     - 117
   * - Routed via count divided by cell count
     - 5.45
   * - Number of distinct standard cells referenced by the synthesized netlist
     - 32
   * - Count of fill cells added during filler insertion
     - 11946
   * - Port-buffer cells
     - 113
   * - Die height
     - 376 µm
   * - Core Box Area
     - 138000 µm²
   * - Residual overflow from global routing
     - 0
   * - Top cells by instance count after synthesis
     - 1024 x sky130_fd_sc_hd__mux2i_1, 994 x sky130_fd_sc_hd__and2_1, 992 x sky130_fd_sc_hd__edfxtp_1
   * - Yosys warnings
     - 1
   * - Max FFs per register
     - 1024
   * - Layout cells sized above 1
     - 0.0771
   * - Signed area change from the synthesized netlist to the final layout
     - 19.3%
   * - Detailed-route wire length on metal 1
     - 71.1 mm
   * - # Max-Cap Violations
     - 0
   * - Min-delay worst type
     - input port to primary output
   * - Reported leakage power
     - 29.9 nW
   * - Register with the most flip-flops
     - regMem
   * - Largest registers ranked by flip-flop count
     - regMem (1024)
   * - Worst Setup Start Kind
     - register
   * - CTS sink cnt
     - 1024
   * - Final weighted congestion in routability-driven placement
     - 0.897
   * - Final total negative setup slack
     - 0 ps
   * - Number of endpoints with negative hold slack in the final report
     - 0
   * - Crit. Startpoint
     - regMem[7][20]
   * - First-pass GRT wire length
     - 274 mm
   * - Async set-or-reset flop fraction in the synthesized netlist
     - 0
   * - Root Buffer Master
     - sky130_fd_sc_hd__clkbuf_16
   * - Post-Syn Area per Cell
     - 12.1 µm²
   * - Min Hold Slack
     - 6360 ps
   * - Origin of the worst min-delay path
     - Rs[1]
   * - Overall Global Routing Usage
     - 0.287
   * - Endpoint kind of the worst setup timing path
     - primary output
   * - Most area-hungry cell type in the Yosys netlist
     - sky130_fd_sc_hd__edfxtp_1
   * - # rows
     - 136
   * - Post-Syn Area
     - 55800 µm²
   * - Drt pass-1 iters
     - 6
   * - Mapped Cells
     - 4605
placed cells by master, fill, tap and decap left out, types with 64 or more instances in the layout:
cell type	synthesis	layout
sky130_fd_sc_hd__a21oi_1	192	192
sky130_fd_sc_hd__a22o_1	128	128
sky130_fd_sc_hd__a22oi_1	192	192
sky130_fd_sc_hd__a31oi_1	64	64
sky130_fd_sc_hd__and2_1	994	992
sky130_fd_sc_hd__buf_4	62	153
sky130_fd_sc_hd__clkbuf_16	0	120
sky130_fd_sc_hd__clkdlybuf4s50_1	0	111
sky130_fd_sc_hd__edfxtp_1	992	992
sky130_fd_sc_hd__inv_1	1	1052
sky130_fd_sc_hd__mux2i_1	1024	1024
sky130_fd_sc_hd__nand2_1	195	193
sky130_fd_sc_hd__nand3_1	193	193
sky130_fd_sc_hd__nor3_1	64	64
power breakdown:
part	leakage (nW)	switching [W]	total, W	internal, W
sequential	9.71	0.0000927	0.00398	0.00389
combinational	12.7	0.000610	0.000969	0.000359
clock	7.45	0.00221	0.00474	0.00253
total	29.9	0.00291	0.00969	0.00678
metal layers:
metal,global-route usage,vias to the layer above
met5,0.00892,-
met4,0.130,34
met3,0.185,411
met2,0.402,2078
met1,0.354,19880
li1,-,18867
critical path, cell delays in order (launching register included):
cell and delay [ps]:
sky130_fd_sc_hd__edfxtp_1 350, sky130_fd_sc_hd__mux2i_1 80, sky130_fd_sc_hd__a22o_1 260, sky130_fd_sc_hd__nor3_1 590, sky130_fd_sc_hd__a31oi_1 210, sky130_fd_sc_hd__nand3_1 170, sky130_fd_sc_hd__clkdlybuf4s50_1 480
logic make-up after synthesis:
kind of cell / after synthesis / synth area share
simple gates: 1534 / 0.158
mux: 1024 / 0.184
flops: 1024 / 0.545
compound gates: 576 / 0.0703
buf+inv: 446 / 0.0435
other cells: 1 / 0.0000672
through the flow:
stage / std cells / setup WS [ps] / total power (W)
floorplan: 4636 / 2190 / 0.00503
global placement: 6340 / 966 / 0.00544
detailed placement: 6340 / 953 / 0.00545
CTS: 7573 / 1020 / 0.00983
global route: 7574 / 916 / 0.0103
finish: 7578 / 966 / 0.00969
layout make-up:
| class | instances | share of cell area |
|---|---|---|
| timing repair buffer | 286 | 0.0404 |
| tap | 1863 | 0.0350 |
| antenna | 5 | 0.000188 |
| clock inverter | 1114 | 0.0724 |
| sequential | 1024 | 0.457 |
| multi-input combinational | 3166 | 0.350 |
| clock buffer | 120 | 0.0451 |
worst paths after layout:
path | slack (ps) | to | depth (start not counted)
max | 970 | reg1[20] | 6
min | 6360 | reg1[12] | 6
Power and IR drop assume default switching activity.
