File: /design/flow/config.mk
export PLATFORM = sky130hd
export DESIGN_NAME = instruction_memory
export DESIGN_NICKNAME = instruction_memory
export VERILOG_FILES = /design/flow/design.v
export SDC_FILE = /design/flow/constraint.sdc
export NUM_CORES = 4
export LEC_CHECK = 1
export CORE_UTILIZATION = 50
File: /design/flow/run.sh
#!/bin/bash
# OpenROAD 26Q1-2900-gdf79404cd8, Yosys 0.63+post, stock flow scripts
make -C /OpenROAD-flow-scripts/flow DESIGN_CONFIG=/design/flow/config.mk WORK_HOME=/design/flow/orfs finish
File: /design/flow/constraint.sdc
current_design instruction_memory

set clk_period 7.4
set clk_io_pct 0.2

create_clock -name clk0 -period $clk_period

set non_clock_inputs [all_inputs -no_clocks]
set_input_delay [expr $clk_period * $clk_io_pct] -clock clk0 $non_clock_inputs
set_output_delay [expr $clk_period * $clk_io_pct] -clock clk0 [all_outputs]
File: /design/flow/design.v
module instruction_memory (rst, addr, instruction);
  input rst;
  input [32-1:0] addr;
  output [32-1:0] instruction;
  wire [$clog2(512)-1:0] address = addr[$clog2(512)-1:0];
  reg [8-1:0] instMem [0:512-1];
  always @ (*) begin
  	if (rst) begin
        instMem[0] <= 8'b10000000;  
        instMem[1] <= 8'b00100000;
        instMem[2] <= 8'b00000000;
        instMem[3] <= 8'b00001010;
        instMem[4] <= 8'b00000100;  
        instMem[5] <= 8'b01000000;
        instMem[6] <= 8'b00001000;
        instMem[7] <= 8'b00000000;
        instMem[8] <= 8'b00001100;  
        instMem[9] <= 8'b01100000;
        instMem[10] <= 8'b00001000;
        instMem[11] <= 8'b00000000;
        instMem[12] <= 8'b00010100;  
        instMem[13] <= 8'b10000010;
        instMem[14] <= 8'b00011000;
        instMem[15] <= 8'b00000000;
        instMem[16] <= 8'b10000100;  
        instMem[17] <= 8'b10100000;
        instMem[18] <= 8'b00000010;
        instMem[19] <= 8'b00110100;
        instMem[20] <= 8'b00011000;  
        instMem[21] <= 8'b10100101;
        instMem[22] <= 8'b00011000;
        instMem[23] <= 8'b00000000;
        instMem[28] <= 8'b00100000;  
        instMem[29] <= 8'b00000101;
        instMem[30] <= 8'b00001000;
        instMem[31] <= 8'b00000000;
        instMem[32] <= 8'b00100000;  
        instMem[33] <= 8'b11100101;
        instMem[34] <= 8'b00001000;
        instMem[35] <= 8'b00000000;
        instMem[52] <= 8'b10000000;  
        instMem[53] <= 8'b00100000;
        instMem[54] <= 8'b00000100;
        instMem[55] <= 8'b00000000;
        instMem[56] <= 8'b10010100;  
        instMem[57] <= 8'b01000001;
        instMem[58] <= 8'b00000000;
        instMem[59] <= 8'b00000000;
        instMem[60] <= 8'b10010001;  
        instMem[61] <= 8'b01100001;
        instMem[62] <= 8'b00000000;
        instMem[63] <= 8'b00000000;
        instMem[64] <= 8'b10010100;  
        instMem[65] <= 8'b01100001;
        instMem[66] <= 8'b00000000;
        instMem[67] <= 8'b00000100;
        instMem[68] <= 8'b10010100;  
        instMem[69] <= 8'b10000001;
        instMem[70] <= 8'b00000000;
        instMem[71] <= 8'b00001000;
        instMem[72] <= 8'b10010100;  
        instMem[73] <= 8'b10100001;
        instMem[74] <= 8'b00000000;
        instMem[75] <= 8'b00001100;
        instMem[76] <= 8'b10010100;  
        instMem[77] <= 8'b11000001;
        instMem[78] <= 8'b00000000;
        instMem[79] <= 8'b00010000;
        instMem[80] <= 8'b10010100;  
        instMem[81] <= 8'b11100001;
        instMem[82] <= 8'b00000000;
        instMem[83] <= 8'b00010100;
        instMem[84] <= 8'b10010101;  
        instMem[85] <= 8'b00000001;
        instMem[86] <= 8'b00000000;
        instMem[87] <= 8'b00011000;
        instMem[88] <= 8'b10010101;  
        instMem[89] <= 8'b00100001;
        instMem[90] <= 8'b00000000;
        instMem[91] <= 8'b00011100;
        instMem[92] <= 8'b10010101;  
        instMem[93] <= 8'b01000001;
        instMem[94] <= 8'b00000000;
        instMem[95] <= 8'b00100000;
        instMem[96] <= 8'b10010101;  
        instMem[97] <= 8'b01100001;
        instMem[98] <= 8'b00000000;
        instMem[99] <= 8'b00100100;
        instMem[100] <= 8'b10000000;  
        instMem[101] <= 8'b00100000;
        instMem[102] <= 8'b00000000;
        instMem[103] <= 8'b00000011;
        instMem[104] <= 8'b10000000;  
        instMem[105] <= 8'b10000000;
        instMem[106] <= 8'b00000100;
        instMem[107] <= 8'b00000000;
        instMem[108] <= 8'b10000000;  
        instMem[109] <= 8'b01000000;
        instMem[110] <= 8'b00000000;
        instMem[111] <= 8'b00000000;
        instMem[112] <= 8'b10000000;  
        instMem[113] <= 8'b01100000;
        instMem[114] <= 8'b00000000;
        instMem[115] <= 8'b00000001;
        instMem[116] <= 8'b10000001;  
        instMem[117] <= 8'b00100000;
        instMem[118] <= 8'b00000000;
        instMem[119] <= 8'b00000010;
        instMem[120] <= 8'b00101001;  
        instMem[121] <= 8'b00000011;
        instMem[122] <= 8'b01001000;
        instMem[123] <= 8'b00000000;
        instMem[124] <= 8'b00000101;  
        instMem[125] <= 8'b00000100;
        instMem[126] <= 8'b01000000;
        instMem[127] <= 8'b00000000;
        instMem[128] <= 8'b10010000;  
        instMem[129] <= 8'b10101000;
        instMem[130] <= 8'b00000000;
        instMem[131] <= 8'b00000000;
        instMem[132] <= 8'b10010000;  
        instMem[133] <= 8'b11001000;
        instMem[134] <= 8'b11111111;
        instMem[135] <= 8'b11111100;
        instMem[136] <= 8'b00001101;  
        instMem[137] <= 8'b00100101;
        instMem[138] <= 8'b00110000;
        instMem[139] <= 8'b00000000;
        instMem[140] <= 8'b10000001;  
        instMem[141] <= 8'b01000000;
        instMem[142] <= 8'b10000000;
        instMem[143] <= 8'b00000000;
        instMem[144] <= 8'b10000001;  
        instMem[145] <= 8'b01100000;
        instMem[146] <= 8'b00000000;
        instMem[147] <= 8'b00010000;
        instMem[148] <= 8'b00101001;  
        instMem[149] <= 8'b01001010;
        instMem[150] <= 8'b01011000;
        instMem[151] <= 8'b00000000;
        instMem[152] <= 8'b00010101;  
        instMem[153] <= 8'b00101001;
        instMem[154] <= 8'b01010000;
        instMem[155] <= 8'b00000000;
        instMem[156] <= 8'b10100000;  
        instMem[157] <= 8'b00001001;
        instMem[158] <= 8'b00000000;
        instMem[159] <= 8'b00000010;
        instMem[160] <= 8'b10010100;  
        instMem[161] <= 8'b10101000;
        instMem[162] <= 8'b11111111;
        instMem[163] <= 8'b11111100;
        instMem[164] <= 8'b10010100;  
        instMem[165] <= 8'b11001000;
        instMem[166] <= 8'b00000000;
        instMem[167] <= 8'b00000000;
        instMem[168] <= 8'b10000000;  
        instMem[169] <= 8'b01100011;
        instMem[170] <= 8'b00000000;
        instMem[171] <= 8'b00000001;
        instMem[172] <= 8'b10100100;  
        instMem[173] <= 8'b01100001;
        instMem[174] <= 8'b11111111;
        instMem[175] <= 8'b11110001;
        instMem[176] <= 8'b10000000;  
        instMem[177] <= 8'b01000010;
        instMem[178] <= 8'b00000000;
        instMem[179] <= 8'b00000001;
        instMem[180] <= 8'b10100100;  
        instMem[181] <= 8'b01000001;
        instMem[182] <= 8'b11111111;
        instMem[183] <= 8'b11101110;
        instMem[184] <= 8'b10000000;  
        instMem[185] <= 8'b00100000;
        instMem[186] <= 8'b00000100;
        instMem[187] <= 8'b00000000;
        instMem[188] <= 8'b10010000;  
        instMem[189] <= 8'b01000001;
        instMem[190] <= 8'b00000000;
        instMem[191] <= 8'b00000000;
        instMem[192] <= 8'b10010000;  
        instMem[193] <= 8'b01100001;
        instMem[194] <= 8'b00000000;
        instMem[195] <= 8'b00000100;
        instMem[196] <= 8'b10010000;  
        instMem[197] <= 8'b10000001;
        instMem[198] <= 8'b00000000;
        instMem[199] <= 8'b00001000;
        instMem[200] <= 8'b10010000;  
        instMem[201] <= 8'b10100001;
        instMem[202] <= 8'b00000000;
        instMem[203] <= 8'b00001100;
        instMem[204] <= 8'b10010000;  
        instMem[205] <= 8'b11000001;
        instMem[206] <= 8'b00000000;
        instMem[207] <= 8'b00010000;
        instMem[208] <= 8'b10010000;  
        instMem[209] <= 8'b11100001;
        instMem[210] <= 8'b00000000;
        instMem[211] <= 8'b00010100;
        instMem[212] <= 8'b10010001;  
        instMem[213] <= 8'b00000001;
        instMem[214] <= 8'b00000000;
        instMem[215] <= 8'b00011000;
        instMem[216] <= 8'b10010001;  
        instMem[217] <= 8'b00100001;
        instMem[218] <= 8'b00000000;
        instMem[219] <= 8'b00011100;
        instMem[220] <= 8'b10010001;  
        instMem[221] <= 8'b01000001;
        instMem[222] <= 8'b00000000;
        instMem[223] <= 8'b00100000;
        instMem[224] <= 8'b10010001;  
        instMem[225] <= 8'b01100001;
        instMem[226] <= 8'b00000000;
        instMem[227] <= 8'b00100100;
        instMem[228] <= 8'b10101000;  
        instMem[229] <= 8'b00000000;
        instMem[230] <= 8'b11111111;
        instMem[231] <= 8'b11111111;
        instMem[232] <= 8'b00000000;  
        instMem[233] <= 8'b00000000;
        instMem[234] <= 8'b00000000;
        instMem[235] <= 8'b00000000;
		  instMem[232] <= 8'b00101001;  
        instMem[233] <= 8'b01101101;
        instMem[234] <= 8'b00001000;
        instMem[235] <= 8'b00010100;
      end
    end
  assign instruction = {instMem[address], instMem[address + 1], instMem[address + 2], instMem[address + 3]};
endmodule  
==> flow_summary.toml <==
# flow metrics
[global_routing]
grt_usage_pct = 56.4
grt_antenna_before_repair = 1
grt_max_degree = 41
overflow = 0
grt_pass1_wl_mm = 76.4
grt_pass1_vias = 12947

[drt]
ant_nets = 0
avgRoutedWirePerCell_um = 29.5
wl_met1_mm = 16.7
drc = 0
met3_length_mm = 9.89
wl_met2_mm = 18.5
firstDrtPassIters = 17
drt-initial-drc-count = 3757
wl_mm = 50.4
viasPerCell = 8.41
via_count = 14373
highest_layer = "met5"

[logic_synthesis]
top_area_share_pct = 7.39
netlist_area_um2 = 8580
yosys_warnings = 2370
synth_cell_types = 91
yosys_area_um2 = 8580
syn-mean-instance-area_um2 = 5.80
ys_cells = 1479
ys_seq_share_pct = 0
netlist_instances = 1479
area_leaders = "nand2_1, nor2_1, nand3_1"
top_area_cell = "nand2_1"

[flow_run]
warnings = 57
cap_violations = 0

[final_layout]
area_growth_pct = 10.3
layout_top_cell = "nand2_1"
ff_count = 0
final_cell_mix = "nand2_1, nor2_1, nand3_1, buf_4, a21oi_1"
seq_area_um2 = 0
clockBufferCount = 0
drive_gt1_share_pct = 10.6

[placement]
gp_congestion = 1.25
place.detailed.hpwl_mm = 36.4
port_buffers = 41

[worst_hold_path]
hp-class = "in -> out"

[power]
peakVddDrop_uv = 39.4
power_leakage_uw = 0.00309
p_per_area_nw_per_um2 = 64.4

[worst_setup_path]
critPathKind = "in -> out"
cp-end-kind = "output port"
cp-start-kind = "input port"
cp_data_arrival_time_ns = 5.72
cp_max_fo = 34
cp.required_ns = 5.92

[sta]
fin_hold_ws_ns = 4.13
tightest_slew_ns = 1.29
timing.final.crit_period_ns = 7.20
clock.fmax_ghz = 0.139
finalClockPeriodUsage_pct = 97.3
fin_tns_setup_ns = 0
slew_violations = 0
setup_viol = 0
rsz0062_at_grt = "false"
max_slew_margin_pct = 13.7
hold_violations = 0

[floorplanning]
core_region_area_um2 = 16600
die_w_um = 133
dieHeight_um = 133
rows = 47
fp_util_pct = 51.6
ioPinCount = 65
die_area_um2 = 17700

[clock_tree]
cts-resized-gates = 0
post_cts_buffers = 0
ctsHoldBuffers = 0

[status]
status = "completed"
==> logic make-up (layout without fill, tap and decap cells) <==
group / Yosys count / in the layout / synth area share, %
AOI/OAI and AO/OA: 524 / 524 / 42.3
xor gates and xnor gates: 24 / 24 / 2.54
adders and majority gates: 2 / 2 / 0.292
buffers and inverters: 155 / 163 / 7.90
muxes: 9 / 9 / 1.09
other: 0 / 2 / 0
and+or+nand+nor: 765 / 765 / 45.8
==> worst max-delay path, cell delays in order <==
cell and delay, ns:
buf_2 0.34, ha_1 0.27, buf_12 0.21, nand3b_1 0.12, o2111ai_1 0.31, nand2_1 0.41, nand2_1 0.39, o22a_1 0.21
or4b_1 0.46, or4_1 0.53, nor4_1 0.33, or4_1 0.18, clkdlybuf4s50_1 0.45
==> cell type report <==
class / count / area, µm²
diodes: 2 / 5.00
fillers: 1669 / 7180
inverters: 14 / 52.6
multi-input cells: 1324 / 7930
well taps: 220 / 275
repair buffers: 149 / 1200
==> synth_stat cells, types with 7 or more instances <==
| cell type | n |
|---|---|
| or3_1 | 12 |
| o31ai_1 | 13 |
| and3_1 | 17 |
| nand4b_1 | 10 |
| a2111oi_0 | 10 |
| buf_1 | 14 |
| o211ai_1 | 27 |
| buf_2 | 38 |
| o21ai_0 | 91 |
| nand3b_1 | 8 |
| nand3_1 | 106 |
| nor3_1 | 88 |
| a32oi_1 | 14 |
| o32a_1 | 8 |
| a32o_1 | 8 |
| a211oi_1 | 24 |
| xnor2_1 | 17 |
| nor2b_1 | 15 |
| a22o_1 | 7 |
| a31oi_1 | 25 |
| or4_1 | 12 |
| a21o_1 | 12 |
| nand4_1 | 40 |
| nor2_1 | 161 |
| inv_1 | 8 |
| o32ai_1 | 14 |
| o22ai_1 | 40 |
| a2bb2oi_1 | 7 |
| nor4_1 | 41 |
| a22oi_1 | 22 |
| a221oi_1 | 16 |
| buf_4 | 7 |
| o221ai_1 | 9 |
| a21oi_1 | 94 |
| and2_1 | 12 |
| o2111ai_1 | 22 |
| nand2b_1 | 12 |
| nor3b_1 | 10 |
| clkbuf_1 | 79 |
| nand2_1 | 169 |
| or2_2 | 8 |
==> report_power, final <==
part	internal, µW	switching (µW)
Clock	0.000000421	0
Combinational	197	412
Sequential	0	0
==> per-stage QoR <==
stage	cell area (µm²)	util, %	setup WS, ns	total power [µW]	instances
final	9460	56.9	0.199	609	1709
after global routing	9460	56.8	0.102	622	1707
after CTS	9450	56.8	0.334	561	1707
after detailed placement	9450	56.8	0.344	558	1707
after global placement	9450	56.8	0.403	566	1707
after floorplan	8580	-	1.26	333	1479
==> per-layer routing <==
layer	up-vias	track usage, %
met2	1783	75.2
met3	616	29.6
met1	6114	69.5
met4	3	36.5
met5	-	4.72
li1	5857	-
==> final timing paths <==
check | from | endpoint | cells after the start
worst min-delay path | addr[8] | instruction[0] | 5
worst max-delay path | addr[1] | instruction[9] | 13
No activity file was given, so power comes from the tool's default toggle rates.
