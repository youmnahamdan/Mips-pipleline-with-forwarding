`flow/run.sh`:
```
#!/bin/bash
# OpenROAD 26Q1-2900-gdf79404cd8, Yosys 0.63+post, stock flow scripts
make -C /OpenROAD-flow-scripts/flow DESIGN_CONFIG=/design/flow/config.mk WORK_HOME=/design/flow/orfs finish
```
`flow/config.mk`:
```
export PLATFORM = sky130hd
export DESIGN_NAME = data_memory
export DESIGN_NICKNAME = data_memory
export VERILOG_FILES = /design/flow/design.v
export SDC_FILE = /design/flow/constraint.sdc
export NUM_CORES = 4
export LEC_CHECK = 1
export CORE_UTILIZATION = 40
```
`flow/constraint.sdc`:
```
current_design data_memory

set clk_period 147.1
set clk_io_pct 0.2

create_clock -name clk0 -period $clk_period [get_ports {clk}]

set non_clock_inputs [all_inputs -no_clocks]
set_input_delay [expr $clk_period * $clk_io_pct] -clock clk0 $non_clock_inputs
set_output_delay [expr $clk_period * $clk_io_pct] -clock clk0 [all_outputs]
```
`flow/design.v`:
```
module data_memory (
  input clk, rst, dataReadEnable, dataWriteEnable,
  input [32-1:0] address, dataIn,
  output reg [32-1:0] dataOut
);
  integer i;
  reg [8-1:0] dataMem [0:512-1];
  always @ (posedge clk) begin
    if (rst)
      for (i = 0; i < 512; i = i + 1)
        dataMem[i] <= 0;
    else if (dataWriteEnable) begin
      {dataMem[address], dataMem[address + 1], dataMem[address + 2], dataMem[address + 3]} <= dataIn; 
    end
    else if (dataReadEnable) begin
      dataOut ={dataMem[address], dataMem[address + 1], dataMem[address + 2], dataMem[address + 3]};
    end
  end
endmodule  
```
==> out/qor.rpt <==
SYNTHESIS
-----------------------------------------------------------------------------------------------------
Top cell type by total area after synthesis                                                  edfxtp_1
Seq/Total Area, Yosys                                                                           31.2%
Syn Inst Count                                                                                  40.3k
Mean instance size in the synthesized netlist                                                9.87 um2
Largest cells by area after synthesis                                                    edfxtp_1 31%, mux4_2 26%, nand2_1 6.6%
Top FF cell, synth                                                                           edfxtp_1
Ys async rst share                                                                                 0%
Synth mux share                                                                                 27.7%
Ys cells                                                                                        40.3k
Number of flops mapped to enable cells by yosys                                                  4128
Yosys-reported design area after synthesis                                                  0.398 mm2
Post-synth top cells                                                                     6950 x nand2_1, 4636 x o21ai_0, 4608 x mux4_2, 4128 x edfxtp_1, 3569 x clkbuf_1
Dominant non-sequential cell family after synthesis                                      multiplexers
Area fraction in compound gates after synthesis                                                 20.9%
Mapped cell area                                                                            0.398 mm2
XOR/XNOR Area Share                                                                           0.0771%
Post-synth cell types                                                                              99
Warning count from the yosys run                                                                    1
Most numerous cell in the Yosys netlist                                                       nand2_1
Area share, top type                                                                            31.2%
Post-synthesis share of cell area spent on full adders, half adders and majority gates        0.0220%
Flop and latch count out of synthesis                                                            4128
Post-synthesis share of cell area spent on and, or, nand and nor gates                          14.6%

CTS
-----------------------------------------------------------------------------------------------------
Clk root buf                                                                                clkbuf_16
Setup repair bufs after CTS                                                                         0
H-Tree Level Count                                                                                  6
Number of gates resized after CTS                                                                   0
Number of sinks driven by the clock tree                                                         4128
CTS max path bufs                                                                                   5
TritonCTS buffer count                                                                            583
Hold buffer count at CTS                                                                            0

RUN STATUS
-----------------------------------------------------------------------------------------------------
Status                                                                                   aborted with a tool error
First logged error message                                                               [ERROR GRT-0116] Global routing finished with congestion. Check the congestion regions in the DRC Viewer.
Last step reached                                                                        global routing (5_1_grt)

PLACE
-----------------------------------------------------------------------------------------------------
Post-Place Worst Slack                                                                      108420 ps
Buffers added on ports                                                                             76
Post-detailed-placement half-perimeter wirelength                                          2530000 um
Placer congestion estimate                                                                       1.24
Cell total after placement                                                                      52.0k

FLOORPLAN
-----------------------------------------------------------------------------------------------------
Die y size                                                                                     999 um
Initial core utilization                                                                        40.1%
Die X                                                                                          999 um
Top-level port count                                                                              100
Standard-cell row count                                                                           366

GLOBAL ROUTE
-----------------------------------------------------------------------------------------------------
Pin count of the biggest net entering global routing                                              123

-- logic make-up after synthesis --
logic type | after synthesis
AOI/OAI and AO/OA | 12500
xor gates and xnor gates | 26
adders and majority gates | 7
buffers and inverters | 5148
DFF | 4128
muxes | 5242
and+or+nand+nor | 13300
-- through the flow --
stage | hold slack, ps | util, % | cell area [um2]
CTS | 1260 | 44.6 | 443000
detailed placement | 1270 | 42.7 | 424000
global placement | 1290 | 42.7 | 424000
floorplan | 987 | - | 398000
